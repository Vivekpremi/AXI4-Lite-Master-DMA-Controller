===== design/flow/config.mk =====
export PLATFORM = sky130hd
export DESIGN_NAME = dealigner
export DESIGN_NICKNAME = dealigner
export VERILOG_FILES = /design/flow/design.v
export SDC_FILE = /design/flow/constraint.sdc
export NUM_CORES = 4
export LEC_CHECK = 1
export CORE_UTILIZATION = 50

===== design/flow/constraint.sdc =====
current_design dealigner

set clk_period 4.7
set clk_io_pct 0.2

create_clock -name clk0 -period $clk_period [get_ports {clk}]

set non_clock_inputs [all_inputs -no_clocks]
set_input_delay [expr $clk_period * $clk_io_pct] -clock clk0 $non_clock_inputs
set_output_delay [expr $clk_period * $clk_io_pct] -clock clk0 [all_outputs]

===== design/flow/design.v =====
`timescale 1ns / 1ps
module dealigner (
    input  wire        clk,
    input  wire        rst,
    input  wire        start,
    input  wire        fifo_valid,          
    input  wire [31:0] address,           
    input  wire [4:0]  length,            
    input  wire [31:0] fifo_data,        
    output reg         valid_out,         
    output reg         done,              
    output reg  [31:0] wr_data,           
    output reg  [3:0]  wr_strb       
);
      reg [4:0] bytes_written ;
    wire [1:0] offset = address[1:0];
    reg  [4:0] count;
    reg  [31:0] base_addr;
    reg  [31:0]  total_bytes;
    reg  active;
    reg [31:0] prev_buff;
        always @(posedge clk or posedge rst) begin
        if (rst) begin
            valid_out     <= 0;
            done          <= 0;
            count         <= 0;
            bytes_written <= 0;
            wr_data       <= 0;
            wr_strb       <= 0;
            prev_buff  <=  0;
            base_addr     <= 0;
            total_bytes   <= 0;
            active        <= 0;
        end else begin
            if (start) begin
                base_addr     <= {address[31:2], 2'b00};   
                count         <= 0;
                valid_out     <= 0;
                done          <= 0;
                bytes_written <= 0;
                prev_buff <=0;
                total_bytes   <= length;
                active        <= 1;
            end else if (active && fifo_valid) begin
                valid_out <= 1;
                if(bytes_written==0)begin
                    case(offset)
                        2'd0: wr_strb <= (length >= 4) ? 4'b1111 : (4'b1111 >>(4- length));
                        2'd1: wr_strb <= (length >= 3) ? 4'b1110 : {3'b111 >> (3-length),1'b0};
                        2'd2: wr_strb <= (length >= 2) ? 4'b1100 : {2'b11 >> (2-length),2'b00} ;
                        2'd3: wr_strb <= (length >= 1) ? 4'b1000 : {1'b1 >> (1-length),3'b000};
                    endcase
                    bytes_written <= (length >= 4-offset) ? 4-offset : length ;
                end
                else begin
                     if ((total_bytes - bytes_written) >= 4)  wr_strb <= 4'b1111;
                     else  wr_strb <= (4'b1111 >> (4-(total_bytes - bytes_written)));
                         bytes_written <= bytes_written + (((total_bytes - bytes_written) >= 4) ? 4 : (total_bytes - bytes_written));
                    end
                if(active && fifo_valid && bytes_written<length)begin
                               case (offset)
                                   2'd0:begin  
                                            wr_data <= fifo_data;
                                            valid_out<=1;
                                    end
                                   2'd1:begin
                                            wr_data <= {fifo_data[23:0],prev_buff[7:0]};
                                            prev_buff[7:0]<=fifo_data[31:24]; 
                                            valid_out<=1;
                                   end
                                   2'd2:begin
                                        wr_data <= {fifo_data[15:0],prev_buff[15:0]};
                                        prev_buff[15:0]<=fifo_data[31:16];
                                        valid_out<=1;
                                   end
                                   2'd3:begin
                                        wr_data <= {fifo_data[7:0],prev_buff[23:0]};
                                        prev_buff[23:0] <= fifo_data[31:8];
                                        valid_out<=1;
                                   end
                                   endcase   
                                    end
                if (bytes_written >= total_bytes - ((total_bytes - bytes_written >= 4) ? 4 : (total_bytes - bytes_written))) begin
                    done      <= 1;
                    active    <= 0;
                end
            end else begin
                valid_out <= 0;
            end
        end
    end
endmodule

===== design/flow/run.sh =====
#!/bin/bash
# OpenROAD 26Q1-2900-gdf79404cd8, Yosys 0.63+post, stock flow scripts
make -C /OpenROAD-flow-scripts/flow DESIGN_CONFIG=/design/flow/config.mk WORK_HOME=/design/flow/orfs finish

==> changes_impl.md <==
### Metrics

* Global-route wire length before repair at 26,000 um
* Hold crit path type: register to register
* Yosys Instances at 624
* Final setup viols at 0
* Rows at 38
* Antenna violations before repair at 0
* Max_cap viols at 0
* Data required, critical path at roughly 4900 ps
* Largest fanout on the critical path at 5
* Hold-fix buffers, CTS at 0
* Cts bufs inserted at 9
* Flop area at 0.00183 mm^2
* YS warnings at 1
* Initial Util at 0.520
* Relative slew slack at 0.450
* Via count at around 5,400
* # fillers at 891
* Critical path endpoint category: register
* Detailed placement HPWL at 11,900 um
* Die area at 0.0119 mm^2
* CTS root buffer: clkbuf_16
* GRT Resource Usage Total at 0.293
* Cell accounting for the most synthesized area: dfrtp_1
* Most numerous logic cell after layout: clkdlybuf4s50_1
* Ys flop type: dfrtp_1
* Yosys stat chip area at 0.00574 mm^2
* Seq share, synth at 0.318
* Pwr dens at about 530 mW/mm^2
* AO/OA Area Share at 0.278
* Worst Skew at 7.16 ps
* N_diodes at 0
* Dominant cell area share at 0.318
* Simple Share, Synth at 0.130
* Final Cycle Share at 0.988
* Core Box Area at 0.0110 mm^2
* Share of synthesized registers carrying an async set or reset at 1.00
* Clock sinks at 73
* Flop pwr share at 0.227
* Io pins at about 110
* WHS at 482 ps
* Synth Cell Area at 0.00574 mm^2
* Final Max Slew Viols at 0
* Mean Syn Cell Area at slightly above 9 um^2
* EDFF count, synth at 0
* Latency at later pin at 350 ps
* CTS Buffer Depth at 2
* DRC violations left at 0
* Port Buffers at 80
* Hold Vio Cnt, Final at 0
* # H-tree levels at 3
* WP data arrival at slightly below 5000 ps
* Critical path class: register to register
* Adder-Cell Fraction of Synth Area at 0.120
* Area fraction in xor and xnor cells at 0.0120
* Synth Instances at 624
* CTS tree: done
* Top Layout Cells: 80 x clkdlybuf4s50_1, 73 x dfrtp_1, 58 x nand2_1, 50 x o21ai_0, 50 x buf_4
* CTS clk-pin slew, worst paths at approximately 60 ps
* MUX area fraction at 0.0914
* Sw Pwr at 1.53 mW
* Total wire length at 16,300 um
* Int Power at 2.42 mW
* Cell variety after synth at around 72
* Final min period at 4640 ps
* DR vias/cell at 6.24
* Setup ws final at 55.2 ps
* Worst IR Drop VDD at 342 uV
* Dpl ws at -106 ps
* Clock share of power at 0.199
* Largest net degree at the start of global routing at roughly 63
* Synth logic family: AND-OR/OR-AND gates
* P_leak at 3.26 nW
* Peak Freq at roughly 0.22 GHz
* Sw frac at 0.388
* Grt total ovfl at 0
* Log Warnings at 65
* GP Congestion at 0.908
* Comb pwr share at 0.574
* WL/cell at about 19 um
* RSZ-0062 raised after global routing: yes
* Top cells by area: dfrtp_1 32%, ha_1 11%, mux2_1 5.7%
* Status: complete, no violations
* Iteration-0 DRC Markers at 460
* DIE HEIGHT at 109 um
* DR pass1 iterations at 6
* Crit start category: register
* Share of layout cells above drive strength 1 at 0.168
* Vias in the first global route at roughly 5,000
* Slew of the pin with the lowest slew margin at 825 ps
* Multi-input gate area at 0.00379 mm^2
* Layout area overhead at 29.6%
* Flops after synth at 73
* Die Width at 109 um
* Final ANT Viol Nets at 0
* Fin Setup TNS at 0 ps
==> critical path, stage by stage, from the launching register on <==
cell,delay [ps]
dfrtp_1,400
inv_2,80
ha_4,130
inv_2,30
fa_2,370
buf_4,160
xnor2_2,330
buf_4,190
nand2b_1,170
and2_4,170
a41o_1,150
nand2_2,110
ha_4,170
or4b_4,490
a21oi_4,230
o21ai_4,100
o21ai_2,190
ha_1,130
nand4_1,80
nor3b_2,170
and4_4,230
nand3_2,80
o32ai_2,290
nor2_1,80
==> path summary, 6_finish.rpt <==
kind | endpoint | cells past startpoint | slack, ps | startpoint
worst min-delay path | wr_data[29] | 1 | 480 | wr_data[29]
min in group asynchronous | done | 3 | 1010 | rst
worst max register to register | active | 23 | 60 | total_bytes[0]
worst min register to register | wr_data[29] | 1 | 480 | wr_data[29]
max in group asynchronous | wr_data[29] | 4 | 2830 | rst
worst max-delay path | active | 23 | 60 | total_bytes[0]
==> synthesized netlist by cell type, types with 6 or more instances <==
cell type	number
nor3_1	10
mux2i_1	13
o31ai_1	6
a21oi_1	35
o22ai_1	8
dfrtp_1	73
a21bo_2	8
a22oi_1	15
a211oi_1	6
a21o_1	7
nand3_1	13
inv_1	34
o311a_1	8
mux2_1	29
ha_1	50
buf_2	6
a22o_1	7
a222oi_1	16
o21ai_0	54
a311oi_1	10
nand2b_1	10
nor2_1	19
nand2_1	60
mux2_2	6
clkbuf_1	27
==> final cells by class <==
type,count,area share
multi-input cells,478,0.510
flip-flops and latches,73,0.246
repair buffers,130,0.158
clock buffers,10,0.0321
well taps,140,0.0236
inverters,35,0.0177
clock inverters,6,0.0130
==> metal layers <==
layer,GRT usage,routed length [um],part of all wire,vias to the layer above
met1,0.476,7640,0.47,2641
met4,0.0328,167,0.010,0
met2,0.397,6820,0.42,191
li1,-,-,-,2597
met3,0.0981,1670,0.10,14
met5,0,0,0,-
==> timing repair <==
item	in CTS	in global routing
pin swaps	4	19
buffers inserted	3	6
endpoints found under the setup margin	2	2
gates resized	3	19
==> cell families after synthesis <==
logic type	after synthesis
AOI/OAI and AO/OA	220
and+or+nand+nor	150
buffers and inverters	73
DFF	73
adders and majority gates	53
muxes	48
xor gates and xnor gates	7
==> metrics by stage <==
step	instance area, um^2	util	power (mW)	std cells
floorplan	5830	-	2.17	624
global placement	6940	0.630	2.96	847
detailed placement	6940	0.630	3.00	847
CTS	7310	0.663	3.83	866
global route	7430	0.674	4.26	872
finish	7430	0.674	3.94	872
==> power groups by stage <==
stage,clock network (mW),registers (mW),logic (mW)
CTS,0.792,0.897,2.14
global route,0.814,0.919,2.53
finish,0.783,0.896,2.26
==> registers in the layout (all words and copies together) (netlist names) <==
register and cells:
active 1, bytes_written 5, done 1, prev_buff 24, total_bytes 5, valid_out 1
wr_data 32, wr_strb 4
Power and IR drop assume default switching activity.
