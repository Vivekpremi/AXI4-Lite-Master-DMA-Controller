==> design/flow/design.v <==
`timescale 1ns / 1ps
module write_block(
        input clk,
        input rst,
        input trigger,
        input [4:0] length,   
        input [31:0]address,    
        output reg done,
        output reg [31:0] mem_wr_addr,
        output reg  mem_wr_en,
        output reg req_data  
    );
    reg active;
    reg [31:0] curr_addr;
    wire [31:0] aligned_start_addr;
    wire [31:0] end_addr_un,aligned_end_addr;
    reg [31:0] count;
    assign end_addr_un = address + length;
    assign aligned_end_addr = {end_addr_un[31:2],2'b00};
    assign aligned_start_addr = {address[31:2],2'b00};
    always @(posedge clk or posedge rst)begin
            if(rst)begin
            mem_wr_addr<=0;
            req_data<=0;
            mem_wr_en<=0;
            active<=0;
            end
            else begin
            if(trigger)begin
                active<=1;
                mem_wr_en<=1;
                req_data<=0;
                curr_addr<=aligned_start_addr;
                mem_wr_addr<=aligned_start_addr;
                end
             else if(active)begin
                  mem_wr_en<=1;
                  mem_wr_addr<=curr_addr;
                  if(curr_addr < aligned_end_addr) begin
                        curr_addr <= curr_addr + 4;
                        req_data<=1;
                  end
                  else begin
                        mem_wr_en<=0;
                        active<=0;
                        done<=1;
                        req_data<=0;
                  end
             end
             else begin
                mem_wr_en<=0;
                req_data<=0;
             end
            end
    end
endmodule
==> design/flow/run.sh <==
#!/bin/bash
# OpenROAD 26Q1-2900-gdf79404cd8, Yosys 0.63+post, stock flow scripts
make -C /OpenROAD-flow-scripts/flow DESIGN_CONFIG=/design/flow/config.mk WORK_HOME=/design/flow/orfs finish
==> design/flow/config.mk <==
export PLATFORM = sky130hd
export DESIGN_NAME = write_block
export DESIGN_NICKNAME = write_block
export VERILOG_FILES = /design/flow/design.v
export SDC_FILE = /design/flow/constraint.sdc
export NUM_CORES = 4
export LEC_CHECK = 1
export CORE_UTILIZATION = 40
==> design/flow/constraint.sdc <==
current_design write_block

set clk_period 11.3
set clk_io_pct 0.2

create_clock -name clk0 -period $clk_period [get_ports {clk}]

set non_clock_inputs [all_inputs -no_clocks]
set_input_delay [expr $clk_period * $clk_io_pct] -clock clk0 $non_clock_inputs
set_output_delay [expr $clk_period * $clk_io_pct] -clock clk0 [all_outputs]
==> impl_metrics.toml <==
# implementation run metrics
[grt]
grt_max_degree = 57
gr-total-overflow = 0
antenna_found_initial = 0
grt_usage_pct = 20.0
grt_pass1_vias = 3704
grt_pass1_wl_mm = 19.2

[logic_synthesis]
ys_sh_simple_pct = 19.2
compound_area_share_pct = 8.27
yosysSeqAreaShare_pct = 35.9
ys_sh_adder_pct = 8.99
ys_top_logic_family = "simple AND/OR/NAND/NOR gates"
ys.flops = 62
ys_sh_mux_pct = 14.1
yosys-stat-cells = 463
async_reset_ff_share_pct = 51.6
edf_count = 30
syn_avg_cell_area_um2 = 10.2
netlist_area_um2 = 4730
yosysWarnings = 1
synthDistinctLibCells = 52
ys_chip_area_um2 = 4730
xor_share_pct = 9.99
ys.flop_type = "dfrtp_1"
netlist_instances = 463

[die]
fp.dieH_um = 111
fp_util_pct = 41.3
coreArea_um2 = 11500
io_pins = 75
dieArea_um2 = 12300
die_width_um = 111
fp-row-count = 39

[sta]
fmax_mhz = 152
period_minus_slack_ps = 6560
rsz0062_at_grt = "false"
report.final.slew_viol_count = 0
timing.hold.ws_ps = 586
hold_violations = 0
setup_slack_ps = 4740
slew_headroom_pct = 48.6
setup_viol = 0
worst_pin_slew_ps = 771
fin_tns_setup_ps = 0
finalClockSkew_ps = 5.30
finalCritPeriodShare_pct = 58.0

[drt]
top_layer = "met4"
met2_wirelength_mm = 5.13
wirelength_mm = 11.4
wl_met1_mm = 5.56
wire_per_inst_um = 16.9
wl_met3_um = 456
num_vias = 3682
remaining_drc_errors = 0
diodes = 0
drt_iter0_markers = 133
vias_per_cell = 5.47
drt-pass1-iter-count = 4
antenna_left = 0

[critical_path]
cp_data_arrival_time_ps = 6560
critical_path_class = "in2reg"
slowest_delay_ps = 720
crit_fanout = 18
end_kind = "flip-flop"
start_kind = "primary input"
cp_slowest_cell = "a221oi_4"
required_ps = 11300
r2r_slack_ps = 8030
crit_chain = "clkdlybuf4s50_1 -> ha_1 -> a21oi_1 -> a21oi_1 -> o211ai_1 -> nor2_1 -> xnor2_1 -> ha_1 -> a211oi_1 -> o21bai_1 -> a2111oi_2 -> nand2_1 -> a221oi_4 -> buf_4"

[final_layout]
area.growth.synth_to_final_pct = 23.7
logic_area_um2 = 2900
n_fill_cell = 994
flop_area_um2 = 1700
drive_above_1_share_pct = 16.8

[clocking]
cts_root_buffer = "clkbuf_16"
cts_setup_buffers = 0
cts-resized-gates = 0
numCtsBuffers = 9
cts_tree = "done"
clkTransAtPathRegs_ps = 50
clock_latency_ps = 330
cts.sinks = 62
clockBufferDepth = 2
cts_hold_buf = 0
cts_max_level = 3

[pwr]
comb_power_share_pct = 25.5
p_sw_share_pct = 26.9
finalPower_w = 0.000801
p_clk_share_pct = 36.8
p_leak_nw = 2.22
p_int_w = 0.000585
power_per_cell_area_nw_per_um2 = 137
pwr-share-seq_pct = 37.7
switchingPower_w = 0.000216
vdd_drop_max_uv = 75.7

[flow_run]
cap_violations = 0
warning_count = 25

[place]
post-place-ws_ps = 4360
gp_congestion = 0.889
dpl.hpwl_mm = 8.25
port_buffers = 71

[min_path]
hp-class = "reg2reg"

[run_status]
status = "finished clean"
[state kept, by name, summed over array words and instances (netlist names)]
register and flops:
active 1, curr_addr 30, mem_wr_addr 30, req_data 1
[worst max-delay path, delay by kind of cell]
family	cells	cell delay (ps)
adders and majority gates	2	630
xor gates and xnor gates	1	150
AOI/OAI and AO/OA	7	2370
and+or+nand+nor	2	290
buffers and inverters	2	840
[layout make-up]
class | instances | area share [%]
inverter | 8 | 0.513
sequential | 62 | 29.0
clock inverter | 4 | 1.20
tap | 143 | 3.05
clock buffer | 12 | 4.21
timing repair buffer | 75 | 12.6
multi-input combinational | 369 | 49.4
[placed cells by master (no fill, tap or decap), types with 3 or more instances in the layout]
cell	Yosys	routed
nor3_1	10	10
a211oi_1	14	14
mux2i_1	5	5
mux2_2	55	55
nand2_1	26	26
nand4_1	15	15
clkbuf_16	0	9
nor4_1	4	4
and4_1	6	6
nor2_1	31	31
buf_4	4	4
o21ai_0	12	12
nor2b_1	19	19
xor2_1	28	28
nand3_1	22	22
a31oi_1	3	3
edfxtp_1	30	30
ha_1	34	34
inv_1	8	8
a21oi_1	17	17
and2_1	6	6
xnor2_1	26	26
clkdlybuf4s50_1	0	70
nor4_2	4	4
conb_1	2	3
and3_1	4	4
dfrtp_1	32	32
[cells by family after synthesis]
kind of cell,count (synthesis)
muxes,60
xor gates and xnor gates,54
adders and majority gates,34
other,2
DFF,62
and+or+nand+nor,158
buffers and inverters,33
AOI/OAI and AO/OA,60
[cell usage after synthesis, types with 5 or more instances]
cell type  count  area, um2
clkbuf_1      14       52.6
nor3_1        10       50.1
xor2_1        28        245
nand2_1       26       97.6
nor2b_1       19        119
nor2_1        31        116
and4_1         6       52.6
edfxtp_1      30        901
nand4_1       15       93.8
mux2_2        55        619
and2_1         6       37.5
mux2i_1        5       50.1
o21ai_0       12       60.1
nand3_1       22        110
ha_1          34        425
inv_1          8       30.0
a211oi_1      14        105
xnor2_1       26        228
a21oi_1       17       85.1
dfrtp_1       32        801
[worst paths after layout]
| check | start | to | cells past startpoint |
|---|---|---|---|
| max in group asynchronous | rst | mem_wr_addr[6] | 3 |
| hold / removal | mem_wr_addr[3] | mem_wr_addr[3] | 2 |
| setup reg to reg | curr_addr[25] | curr_addr[12] | 7 |
| setup / recovery | address[2] | curr_addr[12] | 14 |
| min in group asynchronous | rst | mem_wr_addr[31] | 2 |
| hold reg to reg | mem_wr_addr[3] | mem_wr_addr[3] | 2 |
[through the flow]
stage               cells  util [%]  area [um2]
finish                673      51.1        5860
global route          673      51.1        5860
CTS                   673      51.1        5860
detailed placement    657      48.3        5540
global placement      657      48.3        5540
floorplan             464         -        4740
[routing by layer]
metal  up-vias  track usage, %
met5         -               0
met4         0            2.93
met3        15            2.79
met2        72            30.4
met1      1774            32.3
li1       1821               -
[power groups by stage]
| stage | clock network (W) | registers, W | logic (W) |
|---|---|---|---|
| 4_1_cts | 0.000301 | 0.000302 | 0.000206 |
| 5_1_grt | 0.000308 | 0.000307 | 0.000229 |
| 6_report | 0.000295 | 0.000302 | 0.000204 |
Power is estimated from default activity; no workload was simulated.
