## ./constraint.sdc

```tcl
current_design read_block

set clk_period 4.1
set clk_io_pct 0.2

create_clock -name clk0 -period $clk_period [get_ports {clk}]

set non_clock_inputs [all_inputs -no_clocks]
set_input_delay [expr $clk_period * $clk_io_pct] -clock clk0 $non_clock_inputs
set_output_delay [expr $clk_period * $clk_io_pct] -clock clk0 [all_outputs]
```

## ./design.v

```verilog
`timescale 1ns / 1ps
`timescale 1ns / 1ps
module read_block (
    input  wire        clk,
    input  wire        rst,
    input  wire        start,            
    input  wire [31:0] start_addr,       
    input  wire [31:0] end_addr,         
    output reg  [31:0] mem_rd_addr,      
    output reg         mem_rd_en,        
    output reg         data_valid        
);
    reg active;
    reg [31:0] current_addr;
    always @(posedge clk or posedge rst) begin
        if (rst) begin
            active       <= 0;
            current_addr <= 32'b0;
            mem_rd_en    <= 0;
            mem_rd_addr  <= 32'b0;
            data_valid   <= 0;
        end else begin
            if (start) begin
                current_addr <= start_addr;
                active       <= 1;
                mem_rd_en    <= 1;
                mem_rd_addr  <= start_addr;
                data_valid   <= 0;
            end else if (active) begin
                mem_rd_en <= 1;
                mem_rd_addr <= current_addr;
                if (current_addr < end_addr) begin
                    current_addr <= current_addr + 4;
                    data_valid <= 1;
                end else begin
                    mem_rd_en  <= 0;
                    active     <= 0;
                    data_valid <= 1;  
                end
            end else begin
                mem_rd_en  <= 0;
                data_valid <= 0;
            end
        end
    end
endmodule
```

## ./run.sh

```bash
#!/bin/bash
# OpenROAD 26Q1-2900-gdf79404cd8, Yosys 0.63+post, stock flow scripts
make -C /OpenROAD-flow-scripts/flow DESIGN_CONFIG=/design/flow/config.mk WORK_HOME=/design/flow/orfs finish
```

## ./config.mk

```make
export PLATFORM = sky130hd
export DESIGN_NAME = read_block
export DESIGN_NICKNAME = read_block
export VERILOG_FILES = /design/flow/design.v
export SDC_FILE = /design/flow/constraint.sdc
export NUM_CORES = 4
export LEC_CHECK = 1
export CORE_UTILIZATION = 50
```

==> CHANGELOG.md <==
### Physical design

- Outcome: completed
- Final count of pins violating max slew: 0
- Number of standard cells reported by yosys: 504
- Worst reg2reg path depth: 7
- Number of stages on the worst hold path: 1
- Clock Pin Slew Worst Setup and Hold Paths: 0.08 ns
- Number of warnings reported in the yosys synthesis log: 1
- Worst-path maximum fanout: 11
- Post-detailed-placement half-perimeter wirelength: 8130 um
- Tally of unique sky130hd cells used after synthesis: 50
- Cell area leaders: sky130_fd_sc_hd__dfrtp_1 (37%), sky130_fd_sc_hd__ha_1 (9.1%), sky130_fd_sc_hd__mux2i_1 (6.6%)
- Wire length of the first global-routing pass: 19020 um
- Post CTS Setup Buffer Count: 0
- Most used flip-flop cell after synthesis: sky130_fd_sc_hd__dfrtp_1
- Pre-antenna DRT Iters: 5
- Share of the clock period used by the worst path after layout: 89.43%
- Type of element capturing the critical path: flip-flop
- Most numerous cell types in the synthesized netlist: sky130_fd_sc_hd__dfrtp_1 (66), sky130_fd_sc_hd__nor2_1 (53), sky130_fd_sc_hd__a21oi_1 (41)
- Type of origin of the critical path: primary input
- Clock sink count: 66
- Synthesized instance count: 504
- Floorplan Core Area: 8382 sq um
- Clock Skews: 0.009760 ns
- Static Leak: 0.002536 uW
- All-layer global routing usage: 27.83%
- VDD IR-drop max: 0.2484 mV
- Die W: 95.92 um
- Vias in the first global route: 3830
- Hold Crit Class: reg2reg
- Total placed instance area: 5493 sq um
- Startpoint-to-endpoint class of the critical path: in2reg
- Req. time, crit path: ~4.4 ns
- Share of synthesized area occupied by flip-flops and latches: 37.45%
- Unrepaired setup endpoints after global routing: false
- Number of OpenROAD warnings: 26
- Yosys synthesis chip area: around 4400 sq um
- Count of antenna-violating nets left after detailed routing: 0
- Iteration-0 DRC count of the detailed router: 189
- Power per unit of standard cell area: around 350 nW/um^2
- Setup violations, final: 0
- Ratio of cells with drive above 1 in the final layout: 6.333%
- Filler cells: between 600 and 700
- Leftover overflow at the end of global routing: 0
- Cell type with the largest total area after synthesis: sky130_fd_sc_hd__dfrtp_1
- Largest buffer count on any clock path: 2
- Pin count of the biggest net entering global routing: approximately 46
- Max-capacitance violation count: 0
- Post-layout min period: ~3.7 ns
- Number of gates resized after CTS: 0
- Placement Rows: 33
- Clk latency late pin: 0.35 ns
- Count of port buffers added during placement: 100
- Post-route total power: 1988 uW
- Max_slew headroom: about half
- I/O pins: ~100
- Signed area change from the synthesized netlist to the final layout: 28.65%
- Root buf cell: sky130_fd_sc_hd__clkbuf_8
- Number of levels in the clock H-tree: 3
- Cell area after synthesis: 4410 sq um
- Maximum clock frequency: 272.7 MHz
- Count of hold buffers inserted by post-cts repair: 0
- Post-route setup TNS: 0 ns
- Area of the die: around 9200 sq um
- Vertical die size: 95.92 um
- Mean routed wirelength per cell: 16.49 um
- Post-layout instance area: roughly 5700 sq um
- Post-Syn Area per Cell: 8.751 sq um
- Final estimated routing congestion in global placement: 0.8840
- Most used standard cell by instance count after synthesis: sky130_fd_sc_hd__dfrtp_1
- Number of hold violations in the final report: 0
- Final routed DRC violation total: 0
- Initial antenna violation count: 1
- Fraction of post-synthesis cell area in the top cell type by area: 37.45%
- Arrival time of data at the critical path endpoint: between 3 and 4 ns
- Number of CTS-inserted buffers: 9
- Via Count: slightly above 4000
- Async set-reset flop share out of synthesis: 100.0%
- Number of flops mapped to enable cells by yosys: 0
- Yosys reg bits: 66
- Average vias per placed instance: slightly below 6
- Actual transition at the worst max-transition pin: roughly 0.74 ns
- Total routed wirelength: around 12000 um
- TritonCTS clock tree: done
- Initial Util: 52.62%
==> through the flow <==
stage               hold slack, ns  utilization [%]  std cells  setup WS (ns)
floorplan                   0.4555                -        504          1.142
global placement            0.4968            65.53        689         0.2740
detailed placement          0.5081            65.53        689         0.1548
CTS                         0.5232            67.67        705         0.4992
global route                0.5341            67.67        705         0.2998
finish                      0.5171            67.70        706         0.4333
==> routing by layer <==
| layer | global-route usage [%] | share of wire, % | up-vias |
|---|---|---|---|
| met5 | 0 | 0 | - |
| met4 | 5.846 | 1.8 | 0 |
| met3 | 6.345 | 6.5 | 18 |
| met2 | 40.83 | 45 | 152 |
| met1 | 43.75 | 47 | 1939 |
| li1 | - | - | 2046 |
==> cells by family (layout without fill, tap and decap cells) <==
kind of cell / count (synthesis) / after routing / share of synthesized area [%]
buffers and inverters: 68 / 164 / 6.298
multiplexers: 33 / 33 / 7.603
AND-OR/OR-AND: 126 / 126 / 18.89
other: 0 / 1 / 0
flip-flops: 66 / 66 / 37.45
adder cells (fa/ha/maj): 32 / 32 / 9.078
AND/OR/NAND/NOR: 179 / 179 / 20.68
==> flip-flops by register name, summed over array words and instances, names as in the netlist <==
| signal | cells |
|---|---|
| mem_rd_en | 1 |
| current_addr | 32 |
| data_valid | 1 |
| mem_rd_addr | 32 |
==> path summary, 6_finish.rpt <==
check | start | end | slack (ns)
min reg2reg | mem_rd_addr[1]$_DFFE_PP0P_ | mem_rd_addr[1]$_DFFE_PP0P_ | 0.52
min | mem_rd_addr[1]$_DFFE_PP0P_ | mem_rd_addr[1]$_DFFE_PP0P_ | 0.52
max | end_addr[17] | current_addr[13]$_DFFE_PP0P_ | 0.43
max in group asynchronous | rst | mem_rd_en$_DFF_PP0_ | 2.82
min in group asynchronous | rst | mem_rd_addr[12]$_DFFE_PP0P_ | 0.88
max reg2reg | current_addr[17]$_DFFE_PP0P_ | current_addr[13]$_DFFE_PP0P_ | 0.88
==> report_power, final <==
part	switching, uW	internal [uW]
Combinational	280	331
Clock	271	235
Sequential	128	743
==> cell type report <==
cell class	instances	area [sq um]	share of cell area (%)
multi-input combinational	370	2481	43.73
sequential	66	1653	29.13
timing repair buffer	109	1081	19.05
inverter	39	146.4	2.580
clock buffer	10	137.6	2.426
tap	105	131.4	2.315
clock inverter	6	41.29	0.7277
antenna	1	2.502	0.04410
==> layout by cell type, fill, tap and decap left out, types with 6 or more instances in the layout <==
cell type,instances
sky130_fd_sc_hd__clkdlybuf4s50_1,100
sky130_fd_sc_hd__ha_1,32
sky130_fd_sc_hd__nand4_1,14
sky130_fd_sc_hd__and3_1,6
sky130_fd_sc_hd__clkbuf_8,10
sky130_fd_sc_hd__nor3_1,18
sky130_fd_sc_hd__nand3_1,23
sky130_fd_sc_hd__o21ai_0,16
sky130_fd_sc_hd__or4_1,9
sky130_fd_sc_hd__dfrtp_1,65
sky130_fd_sc_hd__a31oi_1,10
sky130_fd_sc_hd__buf_4,8
sky130_fd_sc_hd__nor2_1,53
sky130_fd_sc_hd__a21oi_1,41
sky130_fd_sc_hd__a21o_1,7
sky130_fd_sc_hd__mux2i_1,29
sky130_fd_sc_hd__a211oi_1,16
sky130_fd_sc_hd__inv_1,37
sky130_fd_sc_hd__nand2_1,24
sky130_fd_sc_hd__o31ai_1,10
==> critical path: stages <==
cell and delay [ns]:
sky130_fd_sc_hd__clkdlybuf4s50_1 0.46, sky130_fd_sc_hd__inv_1 0.04, sky130_fd_sc_hd__ha_1 0.29, sky130_fd_sc_hd__a21o_1 0.18, sky130_fd_sc_hd__a31oi_1 0.30, sky130_fd_sc_hd__o211ai_1 0.20
sky130_fd_sc_hd__o31ai_2 0.68, sky130_fd_sc_hd__nand2_1 0.58, sky130_fd_sc_hd__a211oi_1 0.36
Power and IR drop assume default switching activity.
